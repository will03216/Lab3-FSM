File: flow/run.sh
#!/bin/bash
# OpenROAD 26Q1-2900-gdf79404cd8, Yosys 0.63+post, stock flow scripts
make -C /OpenROAD-flow-scripts/flow DESIGN_CONFIG=/design/flow/config.mk WORK_HOME=/design/flow/orfs finish
File: flow/config.mk
export PLATFORM = sky130hd
export DESIGN_NAME = f1_light_system
export DESIGN_NICKNAME = f1_light_system
export VERILOG_FILES = /design/flow/design.v
export SDC_FILE = /design/flow/constraint.sdc
export NUM_CORES = 4
export LEC_CHECK = 1
export CORE_AREA = 10 10 90 90
export DIE_AREA = 0 0 100 100
File: flow/constraint.sdc
current_design f1_light_system

set clk_period 4.4
set clk_io_pct 0.2

create_clock -name clk0 -period $clk_period [get_ports {clk}]

set non_clock_inputs [all_inputs -no_clocks]
set_input_delay [expr $clk_period * $clk_io_pct] -clock clk0 $non_clock_inputs
set_output_delay [expr $clk_period * $clk_io_pct] -clock clk0 [all_outputs]
File: flow/design.v
module f1_fsm (
    input logic clk,           
    input logic rst,           
    input logic en,            
    output logic [7:0] data_out   
);
    typedef enum logic [3:0] {
        S0, S1, S2, S3, S4, S5, S6, S7, S8
    } state_t;
    state_t current_state, next_state;
    always_ff @ (posedge clk or posedge rst) begin
        if (rst)
            current_state <= S0;
        else if (en)
            current_state <= next_state;
    end
    always_comb begin
        case (current_state)
            S0: begin
                data_out = 8'b00000000;
                next_state = S1;
            end
            S1: begin
                data_out = 8'b00000001;
                next_state = S2;
            end
            S2: begin
                data_out = 8'b00000011;
                next_state = S3;
            end
            S3: begin
                data_out = 8'b00000111;
                next_state = S4;
            end
            S4: begin
                data_out = 8'b00001111;
                next_state = S5;
            end
            S5: begin
                data_out = 8'b00011111;
                next_state = S6;
            end
            S6: begin
                data_out = 8'b00111111;
                next_state = S7;
            end
            S7: begin
                data_out = 8'b01111111;
                next_state = S8;
            end
            S8: begin
                data_out = 8'b11111111;
                next_state = S0;   
            end
            default: begin
                data_out = 8'b00000000;
                next_state = S0;
            end
        endcase
    end
endmodule
module clktick #(
    parameter WIDTH = 16
)(
  input  logic             clk,       
  input  logic             rst,       
  input  logic             en,        
  input  logic [WIDTH-1:0] N,         
  output logic             tick       
);
logic [WIDTH-1:0] count;
always_ff @ (posedge clk) begin
    if (rst) begin
        tick <= 1'b0;
        count <= N;  
    end
    else if (en) begin
        if (count == 0) begin
            tick <= 1'b1;
            count <= N;
        end
        else begin
            tick <= 1'b0;
            count <= count - 1'b1;
        end
    end
    else begin
        tick <= 1'b0;  
    end
end
endmodule
module f1_light_system (
    input logic clk,          
    input logic rst,          
    output logic [7:0] data_out   
);
    logic tick;
    logic en;
    clktick clkdiv (
        .clk(clk),
        .rst(rst),
        .en(1),         
        .N(50),         
        .tick(tick)     
    );
    f1_fsm fsm (
        .clk(clk),
        .rst(rst),
        .en(tick),         
        .data_out(data_out)
    );
endmodule
==> CHANGELOG.md <==
### Physical design

- Ys async rst share: 19.0%
- GRT Util Overall: 3.57%
- H-tree Lvls: 1
- Critical path launch point type: flip-flop
- Crit path required time: around 3.5 ns
- Commonest cells in the netlist: dfxtp_1, nor2_1, o21ai_0, xor2_1, inv_1
- Ys Warns: 4
- Antenna Cells: 0
- CTS Root Cell: clkbuf_8
- First-pass GRT wire length: 3160 um
- Init Core Util: 16.4%
- Unique masters post-synth: 33
- Tot Pwr: 0.355 mW
- Reg2Reg Setup Slack: 2.33 ns
- Yosys stat cell total: 106
- WP data arrival: 2.17 ns
- Final hold violation count: 0
- Max-area cell share: 33.0%
- CP endpoint kind: output port
- Routability Congestion: 0.776
- Post-CTS Setup Inserts: 0
- Clk buf depth: 2
- PD cells: about 280 mW/mm^2
- Fmax: 328 MHz
- Leakage: about 0.48 nW
- Yosys Chip Area: approximately 0.0010 sq mm
- Post-CTS sizing: 0
- Fill count: 666
- Synth Instances: around 110
- Cells on worst reg2reg path: 6
- Largest net degree at the start of global routing: 16
- Worst r2r dst: clkdiv.count[5]
- Starting DRT DRC Count: 57
- Initial antenna violation count: 0
- Count of tool warnings: 28
- Hold_sp: clkdiv.count[0]
- Vias/cell: 3.92
- Wirelength, routed: 1750 um
- Vias in the first global route: 734
- TritonCTS buffer count: 3
- Initial DRT Pass Iterations: 4
- RR Startpoint: clkdiv.count[0]
- Port Buf Inserts: 9
- Hold crit path type: flip-flop to flip-flop
- Drt drc: 0
- Fin cells: 195
- CTS tree: built
- Final setup TNS: 0 ns
- Final ANT Viol Nets: 0
- Clk slew on worst S/H paths: 0.07 ns
- Synth area leader: dfxtp_1
- Fin crit period: 3.05 ns
- Total core area: 0.00628 sq mm
- Full die area: 0.0100 sq mm
- Final Max Slew Viols: 0
- Post-Syn Area: between 0.001 and 0.0015 sq mm
- Critical path fanouts, max: 6
- # rows: 29
- Ys flops: 21
- WS Path Type: flip-flop to output port
- Clock latency (worst-skew pair): 0.26 ns
- Worst relative slew slack: between 50% and 60%
- Max Cap Violations: 0
- Cycle use final: roughly 70%
- Mean post-synth cell area: about 9.7 sq um
- Finish-stage setup viols: 0
- Worst VDD drop: 0.184 mV
- DR WL/cell: 8.99 um
- Die height: approximately 100 um
- Final Util: 19.9%
- Vias: 764
- Seq share, synth: between 40% and 50%
- DP HPWL: 1290 um
- Unrepaired setup endpoints after global routing: false
- Area Growth Syn to Fin: 21.5%
- Layout cells sized above 1: 9.32%
- Post-synth area hogs: dfxtp_1, dfrtp_1, xor2_1
- Total congestion overflow: 0
- # clock sinks: 21
- Crit path from: fsm.current_state[1]
- Cells after DPL: approximately 190
- I/O Pins: 10
- Die width: 100 um
- Setup crit end: data_out[1]
- Hold_ws: between 0.4 and 0.5 ns
- Top FF cell, synth: dfxtp_1
- Flip-flops with a built-in enable: 0
- Status: finished clean
- Worst Max-Slew Pin Slew: 0.741 ns
- Setup Skew: 0.00585 ns
- CTS hold repair buffers: 0
where the power goes:
part | internal, mW | total, mW | switching, mW
registers | 0.197 | 0.206 | 0.00912
logic | 0.0130 | 0.0274 | 0.0145
clock network | 0.0629 | 0.122 | 0.0586
kinds of logic after synthesis:
| logic type | after synthesis | synth area share (%) |
|---|---|---|
| adder cells (fa/ha/maj) | 5 | 6.08 |
| AND/OR/NAND/NOR | 42 | 25.3 |
| XOR/XNOR | 10 | 8.51 |
| buffers and inverters | 8 | 3.65 |
| AND-OR/OR-AND | 20 | 13.7 |
| flip-flops | 21 | 42.8 |
flip-flops by register name (all words and copies together) (netlist names):
register and count:
fsm.current_state 4, clkdiv.count 16, clkdiv.tick 1
worst max-delay path: stages (launching register included):
cell and delay [ns]:
dfrtp_1 0.41, inv_1 0.11, ha_1 0.14, nor3b_1 0.51
nor2_1 0.14, o21ai_0 0.11, clkdlybuf4s50_1 0.50
layout make-up:
cell class | count | area [sq um] | area share, %
Tap cell | 77 | 96.3 | 7.70
Clock inverter | 1 | 5.00 | 0.400
Inverter | 7 | 26.3 | 2.10
Timing Repair Buffer | 9 | 90.1 | 7.20
Sequential cell | 21 | 440 | 35.2
Multi-Input combinational cell | 77 | 552 | 44.1
Clock buffer | 3 | 41.3 | 3.30
layout by cell type, fill, tap and decap left out, types with 2 or more instances in the layout:
cell | netlist | final
nor2_1 | 17 | 17
dfxtp_1 | 17 | 17
clkdlybuf4s50_1 | 0 | 9
o21ai_0 | 8 | 8
xor2_1 | 8 | 8
inv_1 | 7 | 7
nand3_1 | 5 | 5
ha_1 | 5 | 5
dfrtp_1 | 4 | 4
a21o_1 | 3 | 3
a21oi_1 | 3 | 3
clkbuf_8 | 0 | 3
nor4_4 | 2 | 2
nand3b_1 | 2 | 2
nor4_1 | 2 | 2
nand4b_1 | 2 | 2
nand2_1 | 2 | 2
xnor2_1 | 2 | 2
layer usage:
layer / GRT usage [%] / wire length [um]
met5: 0 / 0
met1: 4.67 / 885
met3: 0.625 / 40
met2: 6.12 / 806
met4: 0.543 / 22
worst min-delay path by stage:
stage | depth (start not counted) | slack [ns] | end
after CTS | 1 | 0.50 | clkdiv.count[0]
after global routing | 2 | 0.53 | clkdiv.count[7]
final | 1 | 0.50 | clkdiv.count[0]
metrics by stage:
stage               setup slack (ns)  cell area, sq um
floorplan                       2.39              1030
global placement                1.68              1200
detailed placement              1.64              1200
CTS                             1.36              1250
global route                    1.16              1250
finish                          1.35              1250
Power figures rest on the tool's default switching activity, not on a simulated workload.
